### flow/design.v
module decoder_4to16(
  input wire in0,
  input wire in1,
  input wire in2,
  input wire in3,
  output wire out0,
  output wire out1,
  output wire out2,
  output wire out3,
  output wire out4,
  output wire out5,
  output wire out6,
  output wire out7,
  output wire out8,
  output wire out9,
  output wire out10,
  output wire out11,
  output wire out12,
  output wire out13,
  output wire out14,
  output wire out15
);
assign out0 = (~in3 & ~in2 & ~in1 & ~in0); 
assign out1 = (~in3 & ~in2 & ~in1 & in0);
assign out2 = (~in3 & ~in2 & in1 & ~in0);
assign out3 = (~in3 & ~in2 & in1 & in0);
assign out4 = (~in3 & in2 & ~in1 & ~in0);
assign out5 = (~in3 & in2 & ~in1 & in0);
assign out6 = (~in3 & in2 & in1 & ~in0);
assign out7 = (~in3 & in2 & in1 & in0);
assign out8 = (in3 & ~in2 & ~in1 & ~in0);
assign out9 = (in3 & ~in2 & ~in1 & in0);
assign out10 = (in3 & ~in2 & in1 & ~in0);
assign out11 = (in3 & ~in2 & in1 & in0);
assign out12 = (in3 & in2 & ~in1 & ~in0);
assign out13 = (in3 & in2 & ~in1 & in0);
assign out14 = (in3 & in2 & in1 & ~in0);
assign out15 =  (in3 & in2 & in1 & in0);
endmodule
### flow/run.sh
#!/bin/bash
# OpenROAD 26Q1-2900-gdf79404cd8, Yosys 0.63+post, stock flow scripts
make -C /OpenROAD-flow-scripts/flow DESIGN_CONFIG=/design/flow/config.mk WORK_HOME=/design/flow/orfs finish
### flow/config.mk
export PLATFORM = sky130hd
export DESIGN_NAME = decoder_4to16
export DESIGN_NICKNAME = decoder_4to16
export VERILOG_FILES = /design/flow/design.v
export SDC_FILE = /design/flow/constraint.sdc
export NUM_CORES = 4
export LEC_CHECK = 1
export CORE_AREA = 10 10 70 70
export DIE_AREA = 0 0 80 80
### flow/constraint.sdc
current_design decoder_4to16

set clk_period 1.0
set clk_io_pct 0.2

create_clock -name clk0 -period $clk_period

set non_clock_inputs [all_inputs -no_clocks]
set_input_delay [expr $clk_period * $clk_io_pct] -clock clk0 $non_clock_inputs
set_output_delay [expr $clk_period * $clk_io_pct] -clock clk0 [all_outputs]
==> run_results.csv <==
group,metric,value,unit
run_status,status,"finished with violations",
run_status,violations,"setup timing",
grt,grt_max_degree,7,
finish,seqCellArea,0,um2
routing,routed_wirelength,1100,um
timing,setup_violations,13,
power,ir_worst_vdd,0.164,mV
critical_path,critical_path.max_fanout,5,
routing,vias,312,
synthesis,ys_chip_area,277,um2
power,clkPwrFrac,0,
routing,n_antenna_cell,0,
routing,drtIter0Drc,2,
routing,dr.pass1.iters,3,
power,switching_share,0.330,
floorplan,fp.dieW,80,um
synthesis,topCellsByArea,"nor4b_4, and4bb_1, buf_6",
finish,lay_top_count,"buf_2",
synthesis,syn_area,277,um2
floorplan,pin_count,20,
critical_path,critPathLaunchType,"input port",
floorplan,placementRows,21,
timing,finalCriticalPeriod,1140,ps
synthesis,yosysWarnings,0,
critical_path,max_stage_delay,250,ps
critical_path,worstSetupPathType,"input port to output port",
finish,clock_buffers,0,
critical_path,cp_num_buf_inv,4,
placed_design,post-place-ws,-828,ps
critical_path,crit_family,"buffers and inverters",
timing,rsz0062_at_grt,"true",
grt,grt_usage,0.0326,
placed_design,globalplace.congestion,0.637,
timing,setup-tns-final,-963,ps
finish,numSequentialCells,0,
finish,drive_gt1_frac,0.833,
floorplan,die_area,6400,um2
synthesis,avgSynthCellArea,13.8,um2
finish,final_cell_mix,"buf_2, buf_8, buf_6",
power,comb_power_share,1.000,
grt,grt.overflow.total,0,
synthesis,ys_types,7,
grt,grt_pass1_wl,1710,um
critical_path,cp.required,800,ps
timing,setup_slack,-136,ps
routing,drc,0,
power,p_leak,0.345,nW
power,p_int,159,uW
timing,max_freq,880,MHz
routing,ant_nets,0,
placed_design,io_buffers,20,
timing,holdWs,766,ps
critical_path,timing.critical_path.cells,"buf_8, buf_16, buf_8, nor4_4, buf_2",
synthesis,yosys.area.top_type_share,0.344,
min_path,hold_class,"input port to output port",
finish,final_area,707,um2
power,total_power,237,uW
timing,fin_crit_sh,1.14,
timing,hold_viol,0,
placed_design,dp_hpwl,713,um
placed_design,place_area,584,um2
flow_run,drv_cap,0,
synthesis,synthesis.instances,20,
power,p_sw,78.2,uW
routing,via_per_inst,3.12,
synthesis,yosys.area.top_type,"nor4b_4",
timing,slew_viol_final,0,
synthesis,yosysSeqAreaShare,0,
critical_path,crit_path_frequent_cell,"buf_8",
power,p_per_area,335,nW/um2
synthesis,ys_cells,20,
timing,tightest_slew,175,ps
flow_run,warnings,34,
critical_path,end_kind,"output port",
floorplan,dieHeight,80,um
grt,grt_pass1_vias,319,
floorplan,fp_util,0.0810,
routing,wire_per_inst,11.0,um
floorplan,core-area,3420,um2
critical_path,cp_slowest_cell,"nor4_4",
grt,antenna_found_initial,0,
finish,area_growth,156,%
timing,maxSlewHeadroom,0.883,
power,p_seq_frac,0,
critical_path,cp.arrival,940,ps
## synthesized netlist by cell type
cell      number
nor4b_4        4
and4bb_2       2
buf_6          4
and4bb_1       4
and4b_1        4
nor4_2         1
and4_1         1
## kinds of logic after synthesis
group                  Yosys count  share of synthesized area
AND/OR/NAND/NOR                 16                      0.837
buffers and inverters            4                      0.163
## through the flow
step                      utilization  cells
after CTS                       0.205     98
after global placement          0.171     88
after detailed placement        0.171     88
final                           0.207    100
after global routing            0.207    100
after floorplan                     -     20
## final timing paths
| kind | slack [ps] | depth (start not counted) | start | end |
|---|---|---|---|---|
| max | -140 | 5 | in2 | out0 |
| min | 770 | 4 | in3 | out0 |
## layer usage
metal | share of wire | track usage
met1 | 0.55 | 0.0514
met2 | 0.28 | 0.0353
met3 | 0.16 | 0.0216
met4 | 0 | 0
met5 | 0 | 0
## power by group through the flow
stage	clock (mW)	combinational (mW)	sequential [mW]
CTS	0	0.238	0
global route	0	0.254	0
finish	0	0.237	0
## area by class of cell
type,count,area (um2)
timing repair buffer,38,409
multi-input combinational,16,240
tap,46,57.6
fill,388,2710
## timing repair
item	4_1_cts	5_1_grt
pin swaps	13	10
resized	94	4
setup endpoints to repair	16	13
hold buffers	0	0
buffers inserted	8	4
cloned	2	0
endpoints found under the hold margin	0	0
No activity file was given, so power comes from the tool's default toggle rates.
