## /design/flow/run.sh

```bash
#!/bin/bash
# OpenROAD 26Q1-2900-gdf79404cd8, Yosys 0.63+post, stock flow scripts
make -C /OpenROAD-flow-scripts/flow DESIGN_CONFIG=/design/flow/config.mk WORK_HOME=/design/flow/orfs finish
```

## /design/flow/config.mk

```make
export PLATFORM = sky130hd
export DESIGN_NAME = ComplexMatrixMultiplier
export DESIGN_NICKNAME = ComplexMatrixMultiplier
export VERILOG_FILES = /design/flow/design.v
export SDC_FILE = /design/flow/constraint.sdc
export NUM_CORES = 4
export LEC_CHECK = 1
export CORE_UTILIZATION = 50
```

## /design/flow/constraint.sdc

```tcl
current_design ComplexMatrixMultiplier

set clk_period 1.7
set clk_io_pct 0.2

create_clock -name clk0 -period $clk_period

set non_clock_inputs [all_inputs -no_clocks]
set_input_delay [expr $clk_period * $clk_io_pct] -clock clk0 $non_clock_inputs
set_output_delay [expr $clk_period * $clk_io_pct] -clock clk0 [all_outputs]
```

## /design/flow/design.v

```verilog
module ComplexMatrixMultiplier(
  input [15:0] matrix_A_real ,
  input [15:0] matrix_A_imag ,
  input [15:0] matrix_B_real ,
  input [15:0] matrix_B_imag ,
  output [31:0] matrix_C_real ,
  output [31:0] matrix_C_imag 
);
  reg [31:0] temp_real ;
  reg [31:0] temp_imag ;
  integer i, j, k;
  always @* begin
    for (i = 0; i < 4; i = i + 1) begin
      for (j = 0; j < 4; j = j + 1) begin
        temp_real[i * 4 + j] = 0;
        temp_imag[i * 4 + j] = 0;
        for (k = 0; k < 4; k = k + 1) begin
          temp_real[i * 4 + j] = temp_real[i * 4 + j] +
          (matrix_A_real[i * 4 + k] * matrix_B_real[k * 4 + j]) -
          (matrix_A_imag[i * 4 + k] * matrix_B_imag[k * 4 + j]);
          temp_imag[i * 4 + j] = temp_imag[i * 4 + j] +
          (matrix_A_real[i * 4 + k] * matrix_B_imag[k * 4 + j]) +
          (matrix_A_imag[i * 4 + k] * matrix_B_real[k * 4 + j]);
        end
      end
    end
  end
  assign matrix_C_real = temp_real;
  assign matrix_C_imag = temp_imag;
endmodule
```

==> impl_metrics.json <==
{
  "syn_area_per_cell_sq_um": 6.63,
  "port_buffers": 96,
  "ios": 128,
  "fp.dieW_microns": 89.5,
  "syn_inst": 577,
  "die_height_microns": 89.5,
  "ys_cells": 577,
  "worstEndpointType": "top-level output",
  "yosysWarnings": 33,
  "failed_stage": "global routing (5_1_grt)",
  "fp_util_pct": 52.2,
  "ys_seq_share_pct": 0,
  "gp_congestion": 0.906,
  "status": "did not finish",
  "error_message": "[ERROR DPL-0036] Detailed placement failed.",
  "synth_area_sq_mm": 0.00383,
  "yosysChipArea_sq_mm": 0.00383,
  "dp_hpwl_microns": 8180,
  "row_count": 31,
  "hold_buffers": 0,
  "ys_types": 10,
  "worstEndpointGrtRepair": "matrix_C_imag[15]",
  "grt_max_degree": 9
}
## repair_timing
| action | CTS |
|---|---|
| setup endpoints to repair | 32 |
| pin swaps | 190 |
| gates resized | 561 |
| buffers inserted | 63 |
## cells by family after synthesis
kind of cell	share of synthesized area, %
buffers and inverters	19.7
other	0.0980
AND/OR/NAND/NOR	26.4
XOR/XNOR	53.8
## per-stage QoR
stage          std cells  power, mW  utilization (%)  cell area (sq um)  worst slack (ns)
2_1_floorplan        608       1.27                -               3940             0.384
3_3_place_gp         802       2.28             72.5               5310            -0.748
3_5_place_dp         802       2.29             72.5               5310            -0.753
4_1_cts              861       2.35             88.2               6470           -0.0805
## synth_stat cells
master | number | area [sq um]
xnor2_2 | 13 | 211
buf_6 | 15 | 169
buf_4 | 71 | 533
xor2_1 | 32 | 280
conb_1 | 1 | 3.75
nand2_1 | 238 | 893
nand2_4 | 1 | 11.3
buf_2 | 10 | 50.1
xnor2_1 | 179 | 1570
nand2_2 | 17 | 106
Power and IR drop assume default switching activity.
