==> flow/design.v <==
module adder_4bit(input [3:0]a,input [3:0]b,input cin, output [3:0]sum, output cout);
	wire [2:0]c;
	adder a1(a[0],b[0],cin,sum[0],c[0]);
	adder a2(a[1],b[1],c[0],sum[1],c[1]);
	adder a3(a[2],b[2],c[1],sum[2],c[2]);
	adder a4(a[3],b[3],c[2],sum[3],cout);
endmodule 
module adder(a,b,cin,sum,cout);
	input a,b,cin;
	output sum,cout;
	wire w1,w2,w3;
	xor(sum,a,b,cin);
	and and1(w1,a,cin);
	and and2(w2,b,cin);
	and and3(w3,a,b);
	or(cout,w1,w2,w3);
endmodule
==> flow/run.sh <==
#!/bin/bash
# OpenROAD 26Q1-2900-gdf79404cd8, Yosys 0.63+post, stock flow scripts
make -C /OpenROAD-flow-scripts/flow DESIGN_CONFIG=/design/flow/config.mk WORK_HOME=/design/flow/orfs finish
==> flow/config.mk <==
export PLATFORM = sky130hd
export DESIGN_NAME = adder_4bit
export DESIGN_NICKNAME = adder_4bit
export VERILOG_FILES = /design/flow/design.v
export SDC_FILE = /design/flow/constraint.sdc
export NUM_CORES = 4
export LEC_CHECK = 1
export CORE_AREA = 10 10 70 70
export DIE_AREA = 0 0 80 80
==> flow/constraint.sdc <==
current_design adder_4bit

set clk_period 2.2
set clk_io_pct 0.2

create_clock -name clk0 -period $clk_period

set non_clock_inputs [all_inputs -no_clocks]
set_input_delay [expr $clk_period * $clk_io_pct] -clock clk0 $non_clock_inputs
set_output_delay [expr $clk_period * $clk_io_pct] -clock clk0 [all_outputs]
==> changes_impl.md <==
## Implementation

- Status: finished with violations
- Failing checks: setup timing
- Final setup violation count: 2
- Initial core utilization: 0.04322
- Syn_area_per_cell: 8.202 um^2
- Share of cells above drive strength 1: 0.5000
- CP max stage delay: 400 ps
- Post-synthesis instance area: 147.6 um^2
- Pre-antenna DRT Iters: 1
- Hold_buf cts: 0
- Mux share: 0
- Slew Viols, Final: 0
- Logic family by area: adder cells
- Min cycle time layout: 2527 ps
- Crit path capture type: output pin
- Yosys stat area: 147.6 um^2
- Largest net degree at the start of global routing: 2
- Flop area: 0 um^2
- WL/cell: 6.878 um
- Final GP Congestion: 0.6611
- Vias in the first global route: 129
- Row count: 21
- Hold Fails Final Rpt: 0
- Maxcap violations: 0
- Placed inst area: 320.3 um^2
- GRT Util Overall: 0.01439
- Critical path fanouts, max: 1
- Static leakage: 0.1403 nW
- Post-synthesis sequential area ratio: 0
- Synth Area in Adders: 0.5424
- Post-Synth AOI/OAI Area: 0
- Ys cells: 18
- Hold Slack: 1510 ps
- Setup TNS: -454.9 ps
- RSZ-0062 raised after global routing: true
- Worst endpoint data arrival time: 2090 ps
- Slew headroom: 0.9344
- Initial antenna violation count: 0
- Design Area, Final: 312.8 um^2
- Synth Area in XOR/XNOR: 0
- AND/OR/NAND/NOR Cells, Area Fraction: 0
- PD cells: 185.2 nW/um^2
- Hold WC Path Type: input port to output pin
- Via count: 121
- Port bufs: 14
- Fin worst setup slack: -327.2 ps
- Detailed Place HPWL: 511 um
- Worst Tran Pin Value: 98.11 ps
- Critical path origin: a[0]
- Synth-to-Final Area Change: 111.9%
- DRT iter0 DRCs: 0
- Registers: 0
- Worst Setup Start Kind: input port
- Top area contributor share: 0.5424
- CP delay by family, top: adder cells
- Die Area: 6400 um^2
- Yosys top cell by area: fa_1
- Final global-route overflow total: 0
- Data required time of the critical path: 1760 ps
- F_max: 395.7 MHz
- Utilization after layout: 0.09158
- Routed WL: 509 um
- # clk buffers: 0
- Io pins: 14
- VDD IR max: 16.38 uV
- Ys Warns: 0
- Yosys cell types: 3
- First-pass GRT wire length: 703 um
- Die Y: 80 um
- Cell mode on critical path: fa_2
- Tcrit/Tclk final: 1.149
- Die Width: 80 um
- Hold Path Stages: 3
- Hold Path Origin: b[1]
- DRC: 0
- Diode count: 0
- Post-route ant nets: 0
- Min-Delay Endpoint: sum[1]
- Core area: 3416 um^2
- CP max stage cell: fa_1
- Main area contributors after synthesis: fa_1 54%, inv_1 25%, buf_4 20%
- Log Warnings: 35
- Worst slack, placed: -1057 ps
- Crit path buf inv count: 6
- Vias per cell: 1.635
- Worst-path cell chain: buf_6 > inv_4 > fa_2 > inv_2 > fa_2 > fa_2 > inv_2 > fa_1 > inv_1 > buf_2
- Post-CTS Setup Inserts: 0
- Cell count after synthesis: 18
- WS Path Type: input port to output pin
## kinds of logic (layout without fill, tap and decap cells)
family / Yosys count / after routing
adder cells (fa/ha/maj): 4 / 4
buffers and inverters: 14 / 24
## what timing repair did
item	4_1_cts	5_1_grt
gates resized	32	1
pin swaps	4	4
hold endpoints to repair	0	0
cloned	0	0
setup endpoints to repair	5	3
## placed cells by master, fill, tap and decap left out
cell,Yosys,final
inv_2,0,3
inv_1,10,5
buf_2,0,3
buf_6,0,3
clkdlybuf4s50_1,0,5
inv_4,0,2
fa_1,4,1
dlygate4sd2_1,0,3
fa_2,0,3
## worst max path at each step
stage | slack, ps | depth (start not counted) | end
after CTS | -400 | 10 | sum[3]
after global routing | -400 | 10 | sum[3]
final | -330 | 10 | sum[3]
## cells in the mapped netlist
master  instances
fa_1            4
inv_1          10
buf_4           4
## per-stage QoR
step,instances,power (mW)
floorplan,18,0.03182
global placement,74,0.06941
detailed placement,74,0.06990
CTS,74,0.06114
global route,74,0.06794
finish,74,0.05794
## power by group
group	internal, mW	switching, mW
sequential	0	0
combinational	0.0372	0.0208
clock	0	0
## cell type report
type	count	area (um^2)
fill	405	3103
timing repair buffer	14	125.1
tap	46	57.56
inverter	10	42.54
multi-input combinational	4	87.58
## per-layer routing
| layer | vias up | part of all wire | GRT usage |
|---|---|---|---|
| met4 | 0 | 0 | 0 |
| met5 | - | 0 | 0 |
| met1 | 54 | 0.40 | 0.01604 |
| li1 | 60 | - | - |
| met2 | 7 | 0.46 | 0.02408 |
| met3 | 0 | 0.14 | 0.009091 |
No activity file was given, so power comes from the tool's default toggle rates.
